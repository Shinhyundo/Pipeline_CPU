==> config.mk <==
export PLATFORM = sky130hd
export DESIGN_NAME = INITIAL_MODULE
export DESIGN_NICKNAME = INITIAL_MODULE
export VERILOG_FILES = /design/flow/design.v
export SDC_FILE = /design/flow/constraint.sdc
export NUM_CORES = 4
export LEC_CHECK = 1
export CORE_UTILIZATION = 50
export SYNTH_MEMORY_MAX_BITS = 65536
==> constraint.sdc <==
current_design INITIAL_MODULE

set clk_period 8.2
set clk_io_pct 0.2

create_clock -name clk0 -period $clk_period [get_ports {clk}]

set non_clock_inputs [all_inputs -no_clocks]
set_input_delay [expr $clk_period * $clk_io_pct] -clock clk0 $non_clock_inputs
set_output_delay [expr $clk_period * $clk_io_pct] -clock clk0 [all_outputs]
==> design.v <==
module INITIAL_MODULE
(
    input       clk             ,
    input       rst_i           ,
    output  [39:0]  btb_init    ,
    output  [7:0]   btb_addr    ,
    output  [1:0]   bht_init    ,
    output  [7:0]   bht_addr    ,
    output  [31:0]  reg_init    ,    
    output  [4:0]   reg_addr
);
    reg [31:0] 	register_file [0:31];
    reg [31:0]  btb [0:255];
    reg [1:0]   bht [0:255];
    reg [7:0] btb_addr_r;
    always @ (posedge clk)
    begin
        if (rst_i)
        begin
            btb_addr_r <= 8'b0;
        end
        else if (btb_addr_r <= 8'd255)
        begin
            btb[btb_addr_r] <= 40'b0;
            btb_addr_r <= btb_addr_r + 1;
        end
        else 
        begin
            btb_addr_r <= 8'b0;
        end
    end
    assign btb_init = btb[btb_addr_r];
    assign btb_addr = btb_addr_r;
    reg [7:0] bht_addr_r;
    always @ (posedge clk)
    begin
        if (rst_i)
        begin
            bht_addr_r <= 8'b0;
        end
        else if (bht_addr_r <= 8'd255)
        begin
            bht[bht_addr_r] <= 2'b0;
            bht_addr_r <= bht_addr_r + 1;
        end
        else 
        begin
            bht_addr_r <= 8'b0;
        end
    end
    assign bht_init = bht[bht_addr_r];
    assign bht_addr = bht_addr_r;
    reg [4:0] reg_addr_r;
    always @ (posedge clk)
    begin
        if (rst_i)
        begin
            reg_addr_r <= 5'b0;
        end
        else if (reg_addr_r <= 8'd255)
        begin
            register_file[reg_addr_r] <= reg_addr_r;
            reg_addr_r <= reg_addr_r + 1;
        end
        else
        begin
            reg_addr_r <= 5'b0;
        end
    end
    assign reg_init = register_file[reg_addr_r];
    assign reg_addr = reg_addr_r;
endmodule
==> run.sh <==
#!/bin/bash
# OpenROAD 26Q1-2900-gdf79404cd8, Yosys 0.63+post, stock flow scripts
make -C /OpenROAD-flow-scripts/flow DESIGN_CONFIG=/design/flow/config.mk WORK_HOME=/design/flow/orfs finish
==> impl_metrics.csv <==
group,metric,value,unit
job,drv_cap,0,
cells_and_area,seq_area,5230,µm²
floorplan,die_x,126,µm
worst_setup_path,cp_max_fo,57,
clocking,clock_latency,0.42,ns
floorplan,chip_area,16000,µm²
hold_path,min_to,"btb_addr_r[0]",
sta,fin_worst_skew,0.0101,ns
grt,grt_usage,19.2,%
clocking,root_buffer,"clkbuf_16",
detailed_routing,wl_per_cell,18.0,µm
worst_setup_path,path_class,"reg2out",
yosys,ys_types,31,
place,post-dp-hpwl,8420,µm
detailed_routing,num_antenna_cells,0,
sta,drv_slew,0,
power,peakVddDrop,0.149,mV
place,portBuffers,27,
floorplan,fp_util,51.1,%
clocking,h-tree-depth,4,
detailed_routing,drt.antenna.violating_nets,0,
clocking,cts.reportedPaths.clkPinSlew,0.06,ns
yosys,yosys_warnings,1,
sta,period_needed,4.77,ns
floorplan,rows,45,
yosys,netlist_instances,527,
worst_setup_path,r2r_start,"reg_addr_r[3]",
sta,max_clock_freq,210,MHz
yosys,synth-edff-count,160,
yosys,ys.flops,181,
power,cellPowerDensity,221,nW/µm²
power,p_leak,2.85,nW
clocking,numCtsBuffers,17,
sta,finalSetupTns,0,ns
hold_path,worstHoldStart,"btb_addr_r[0]",
clocking,cts_setup_buffers,0,
sta,rsz0062_at_grt,"false",
place,dpl_cell_area,7920,µm²
cells_and_area,comb_area,2120,µm²
hold_path,hold_path.class,"reg2reg",
yosys,ys_cells,527,
detailed_routing,routed_via_density,5.33,
floorplan,core,15100,µm²
sta,hold_violations,0,
hold_path,holdPathStages,1,
sta,relSlewSlack,43.0,%
clocking,post_cts_resized,0,
grt,first_global_vias,3996,
floorplan,io_pins,97,
floorplan,die_y,126,µm
yosys,synth-async-reset-ratio,0,%
sta,finalSetupViolCount,0,
place,place_congestion,0.865,
yosys,synthFlopType,"edfxtp_1",
cells_and_area,area_growth,9.23,%
clocking,hold_buffers,0,
worst_setup_path,worst-r2r-setup-slack,6.08,ns
detailed_routing,vias,4039,
cells_and_area,design_area,8450,µm²
yosys,yosysSeqAreaShare,67.5,%
grt,grt.overflow.total,0,
grt,antenna_found_initial,0,
run_status,status,"finished, final reports clean",
detailed_routing,drtIter0Drc,390,
worst_setup_path,ff2ff_path_depth,3,
clocking,cts_sinks,181,
grt,grt_pass1_wl,21600,µm
yosys,syn_area_per_cell,14.7,µm²
clocking,clockBufferDepth,2,
detailed_routing,drcViolationCount,0,
worst_setup_path,timing.rr.end,"register_file[11][4]",
sta,tightest_slew,0.853,ns
grt,grt_max_degree,60,
cells_and_area,fillers,1176,
worst_setup_path,end_kind,"output port",
sta,layout_worst_path_cycle_share,58.2,%
detailed_routing,dr.pass1.iters,4,
worst_setup_path,crit_path_start_kind,"register",
detailed_routing,wirelength,13700,µm
worst_setup_path,worstPathRequired,6.56,ns
cells_and_area,drive_gt1_share,7.54,%
yosys,synth_area,7740,µm²
worst_setup_path,crit_arrival,3.13,ns
power,finalPower,0.00187,W
yosys,yosys_area,7740,µm²
clocking,cts_tree,"yes",
job,openroad.warnings,28,
-- sequential cells by signal, summed over array words and instances (netlist names) --
name and flops:
btb_addr_r 8, register_file 160, reg_addr_r 5, bht_addr_r 8
-- stage by stage --
| step | std cells | hold slack (ns) | utilization, % | setup WS, ns |
|---|---|---|---|---|
| 6_report | 758 | 0.463 | 55.8 | 3.43 |
| 3_5_place_dp | 726 | 0.448 | 52.3 | 3.93 |
| 5_1_grt | 758 | 0.514 | 55.8 | 3.19 |
| 2_1_floorplan | 595 | 0.413 | - | 4.69 |
| 3_3_place_gp | 726 | 0.436 | 52.3 | 3.97 |
| 4_1_cts | 758 | 0.466 | 55.8 | 3.47 |
-- critical path: stages (launching register included) --
cell and delay [ns]:
dfxtp_4 0.50, buf_4 0.70, mux2i_1 0.32, o22ai_1 0.12
nor4_1 0.48, nand2_1 0.14, clkdlybuf4s50_1 0.43
-- cells in the mapped netlist, types with 6 or more instances --
cell type / count / area share [%]
nor2_1: 51 / 2.5
nand3_1: 11 / 0.71
buf_2: 12 / 0.78
edfxtp_1: 160 / 62
buf_4: 71 / 6.9
mux2i_1: 80 / 10
nor4_1: 10 / 0.81
dfxtp_1: 21 / 5.4
o22ai_1: 40 / 3.2
ha_1: 6 / 0.97
nand2_1: 6 / 0.29
xor2_1: 10 / 1.1
-- routing by layer --
metal	vias to the layer above	GRT usage, %	share of wire (%)
met5	-	0	0
met4	0	3.26	1.8
met3	14	6.83	8.5
met2	167	28.3	47
met1	1946	31.3	43
li1	1912	-	-
-- power breakdown --
part	internal (W)	total (W)	switching (W)	leakage, nW
Combinational	0.0000520	0.000118	0.0000657	0.956
Clock	0.000389	0.000731	0.000342	0.245
Sequential	0.00101	0.00102	0.00000839	1.65
Total	0.00145	0.00187	0.000416	2.85
-- layout by cell type, fill, tap and decap left out, types with 4 or more instances in the layout --
cell type / instances
xor2_1: 10
xnor2_1: 5
clkbuf_16: 17
conb_1: 69
nor4_1: 10
clkdlybuf4s50_1: 27
buf_4: 7
ha_1: 6
and3_1: 4
o22ai_1: 40
nand4bb_1: 4
edfxtp_1: 160
clkinvlp_4: 5
nand2b_1: 4
inv_6: 4
nor2_1: 51
nand4b_1: 4
mux2i_1: 80
nand2_1: 6
nand3_1: 11
dfxtp_1: 17
-- layout make-up --
type,count,area share [%]
Clock buffer,18,5.08
Clock inverter,14,1.21
Inverter,2,0.0888
Multi-Input combinational cell,321,25.1
Sequential cell,181,61.9
Tap cell,188,2.78
Timing Repair Buffer,34,3.82
-- worst max path at each step --
stage / start / end / slack [ns] / cells past startpoint
CTS: reg_addr_r[1] / reg_init[1] / 3.47 / 6
global route: reg_addr_r[1] / reg_init[1] / 3.19 / 6
finish: reg_addr_r[1] / reg_init[4] / 3.43 / 6
-- cells by family (layout without fill, tap and decap cells) --
logic type | after synthesis | after routing | synth area share, %
adder cells (fa/ha/maj) | 6 | 6 | 0.970
AND-OR/OR-AND | 40 | 40 | 3.23
AND/OR/NAND/NOR | 111 | 111 | 7.84
multiplexers | 80 | 80 | 10.3
buffers and inverters | 93 | 68 | 8.34
other | 1 | 69 | 0.0485
XOR/XNOR | 15 | 15 | 1.70
flip-flops | 181 | 181 | 67.5
Power is estimated from default activity; no workload was simulated.
